File: design.v
module carry_lookahead_adder
  #(
    parameter int BIT_LEN      = 16
    )
  (
   input  logic [BIT_LEN-1:0] A,
   input  logic [BIT_LEN-1:0] B,
   output logic [BIT_LEN:0]   S
   );
  localparam int GEN_WIDTH  = 4;  
  localparam int NUM_GROUPS = (BIT_LEN / GEN_WIDTH) + 1;
  logic [BIT_LEN-1:0]   p;
  logic [BIT_LEN-1:0]   g;
  logic [BIT_LEN-1:0]   c;
  logic [NUM_GROUPS-1:0] p_group;
  logic [NUM_GROUPS-1:0] g_group;
  logic [GEN_WIDTH-2:0]  gen_c;
  always_comb begin
    g    = A & B;
    p    = A | B;
    c[0] = 1'b0;
    for (int j=0; j<GEN_WIDTH-1; j=j+1) begin 
      c[(j+1)*GEN_WIDTH] = gen_c[j];
    end
    for (int j=0; j<BIT_LEN; j=j+1) begin 
      S[j] = A[j] ^ B[j] ^ c[j];
    end
    S[BIT_LEN] = g_group[NUM_GROUPS-1];
  end
  genvar i;
  generate
    for (i=0; i<NUM_GROUPS-1; i=i+1) begin : generators
      lookahead_generator_x4 
           lookahead_generator_x4 (
                                   .p(p[((i+1)*GEN_WIDTH)-1:(i*GEN_WIDTH)]),
                                   .g(g[((i+1)*GEN_WIDTH)-1:(i*GEN_WIDTH)]),
                                   .cin(c[i*GEN_WIDTH]),
                                   .cout(c[((i+1)*GEN_WIDTH)-1:(i*GEN_WIDTH)+1]),
                                   .p_group(p_group[i]),
                                   .g_group(g_group[i])
                                   ); 
    end
  endgenerate
  lookahead_generator_x4 
    lookahead_generator_x4 (
                            .p(p_group[NUM_GROUPS-2:0]),
                            .g(g_group[NUM_GROUPS-2:0]),
                            .cin(c[0]),
                            .cout(gen_c),
                            .p_group(p_group[NUM_GROUPS-1]),
                            .g_group(g_group[NUM_GROUPS-1])
                            ); 
endmodule
module lookahead_generator_x4
  (
   input  logic [3:0] p,
   input  logic [3:0] g,
   input  logic       cin,
   output logic [2:0] cout,
   output logic       p_group,
   output logic       g_group
   );
  always_comb begin
    p_group = &p;
    g_group = g[3]                        | 
              (g[2] & p[3])               | 
              (g[1] & p[2] & p[3])        | 
              (g[0] & p[1] & p[2] & p[3]);
    cout[0] = g[0] | (cin & p[0]);
    cout[1] = g[1]                        | 
              (g[0] & p[1])               | 
              (cin  & p[0] & p[1]);
    cout[2] = g[2]                        | 
              (g[1] & p[2])               |  
              (g[0] & p[1] & p[2])        | 
              (cin  & p[0] & p[1] & p[2]);
  end
endmodule
File: run.sh
#!/bin/bash
# OpenROAD 26Q1-2900-gdf79404cd8, Yosys 0.63+post, stock flow scripts
make -C /OpenROAD-flow-scripts/flow DESIGN_CONFIG=/design/flow/config.mk WORK_HOME=/design/flow/orfs finish
File: config.mk
export PLATFORM = sky130hd
export DESIGN_NAME = carry_lookahead_adder
export DESIGN_NICKNAME = carry_lookahead_adder
export VERILOG_FILES = /design/flow/design.v
export SDC_FILE = /design/flow/constraint.sdc
export NUM_CORES = 4
export LEC_CHECK = 1
export CORE_AREA = 10 10 83 83
export DIE_AREA = 0 0 93 93
File: constraint.sdc
current_design carry_lookahead_adder

set clk_period 7.4
set clk_io_pct 0.2

create_clock -name clk0 -period $clk_period

set non_clock_inputs [all_inputs -no_clocks]
set_input_delay [expr $clk_period * $clk_io_pct] -clock clk0 $non_clock_inputs
set_output_delay [expr $clk_period * $clk_io_pct] -clock clk0 [all_outputs]
==> load_flow_metrics.sql <==
-- metrics for the results database
INSERT INTO impl_metrics (metric_group, metric, value, unit) VALUES
('global_routing', 'grt_start_max_net_pins', '5', ''),
('place', 'finalWeightedCongestion', '0.737', ''),
('power', 'post-layout-total-power', '107', 'µW'),
('layout', 'final-seq-area', '0', 'µm²'),
('floorplanning', 'die_area', '0.00865', 'mm²'),
('layout', 'instances_no_fill', '245', ''),
('place', 'detailedPlace.worstSlack', '1710', 'ps'),
('worst_setup_path', 'worstSetupPathType', 'in -> out', ''),
('yosys', 'synth_top_cell_by_count', 'inv_1', ''),
('place', 'dpl_cell_area', '0.00158', 'mm²'),
('yosys', 'yosys_area', '0.00101', 'mm²'),
('job', 'maxCapViolCount', '0', ''),
('worst_setup_path', 'crit_path_max_fanout', '4', ''),
('yosys', 'postSynthAreaPerCell', '7.92', 'µm²'),
('route', 'detail_route.antenna_diodes', '0', ''),
('layout', 'syn_to_final_growth', '56.7', '%'),
('power', 'power-per-cell-area', '68.0', 'mW/mm²'),
('route', 'via_per_inst', '3.61', ''),
('yosys', 'ys_top_cells_by_count', 'inv_1 (35), ha_1 (32), a21oi_1 (9), nor2_1 (9), xor2_1 (8)', ''),
('worst_hold_path', 'whs_path_depth', '3', ''),
('yosys', 'area_leaders', 'ha_1 (40%), inv_1 (13%), fa_1 (8.0%)', ''),
('final_timing', 'relSlewSlack', '0.724', ''),
('yosys', 'yosys.stat.seqShare', '0', ''),
('status', 'outcome', 'complete, no violations', ''),
('final_timing', 'final-setup-viol-count', '0', ''),
('final_timing', 'fmax', '0.177', 'GHz'),
('yosys', 'cell_type_with_the_largest_total_area', 'ha_1', ''),
('layout', 'finish.instance_area', '0.00158', 'mm²'),
('cts', 'cts-hold-fix-buffers', '0', ''),
('floorplanning', 'design.portCount', '49', ''),
('worst_setup_path', 'critical_path_required', '5920', 'ps'),
('global_routing', 'global_route_wire_length_before_repair', '4220', 'µm'),
('final_timing', 'slew_violations', '0', ''),
('yosys', 'mappedNetlistArea', '0.00101', 'mm²'),
('worst_setup_path', 'startpoint_types', 'primary input', ''),
('final_timing', 'fin_crit', '5660', 'ps'),
('route', 'firstDrtPassIters', '4', ''),
('final_timing', 'timing_hold_violations_final', '0', ''),
('global_routing', 'grt_util_all_layers', '0.0571', ''),
('place', 'place.detailed.hpwl', '2290', 'µm'),
('worst_hold_path', 'whs_endpoint', 'S[0]', ''),
('worst_setup_path', 'crit_path_end_kind', 'primary output', ''),
('place', 'numPortBuffers', '49', ''),
('route', 'initialDrtViolationCount', '7', ''),
('global_routing', 'globalRoute.totalOverflow', '0', ''),
('yosys', 'yosys.area.top_type_share', '0.398', ''),
('floorplanning', 'die_width', '93', 'µm'),
('global_routing', 'first_global_vias', '946', ''),
('layout', 'drive_above_1_share', '0.0343', ''),
('cts', 'post_cts_resized', '0', ''),
('floorplanning', 'core-area', '0.00514', 'mm²'),
('route', 'route.detailed.drc', '0', ''),
('worst_setup_path', 'timing.critical_path.arrival', '4180', 'ps'),
('final_timing', 'tns', '0', 'ps'),
('route', 'wire_per_inst', '9.55', 'µm'),
('final_timing', 'worstMarginPinSlew', '414', 'ps'),
('power', 'vdd_drop_max', '27.6', 'µV'),
('final_timing', 'period_used_share', '0.765', ''),
('job', 'openroad.warnings', '52', ''),
('global_routing', 'antenna_found_initial', '0', ''),
('yosys', 'yosysCellCount', '127', ''),
('route', 'via_count', '885', ''),
('layout', 'numSequentialCells', '0', ''),
('final_timing', 'final.setup.worst_slack', '1740', 'ps'),
('power', 'total_leakage_power', '0.000776', 'µW'),
('cts', 'cts_setup_buffers', '0', ''),
('floorplanning', 'die.size.y', '93', 'µm'),
('floorplanning', 'rows', '26', ''),
('layout', 'clock_buffers', '0', ''),
('yosys', 'netlist_instances', '127', ''),
('route', 'drt.antenna.violating_nets', '0', ''),
('route', 'drt-total-wl', '2340', 'µm'),
('worst_hold_path', 'hold_path.class', 'in -> out', ''),
('worst_hold_path', 'hold_path_startpoint', 'B[0]', ''),
('yosys', 'synth_cell_types', '23', ''),
('yosys', 'yosysWarningCount', '2', ''),
('final_timing', 'grt_setup_unrepaired', 'no', ''),
('place', 'dp_cells', '245', ''),
('floorplanning', 'fp-utilization', '0.196', '');
where the power goes:
part           switching (µW)  internal, µW
Sequential                  0             0
Clock                       0             0
Combinational            37.2          70.1
cell usage in the layout, fill, tap and decap left out, drive strengths merged, types with 3 or more instances in the layout:
master,netlist,layout
a21oi,9,9
ha,32,32
inv,36,36
nor2,9,9
nand2,4,4
clkdlybuf4s50,0,49
xnor2,3,3
xor2,8,8
a211oi,3,3
nor2b,4,4
o21bai,3,3
fa,4,4
layer usage:
layer  vias up  global-route usage  share of wire
met2        21               0.103           0.50
met5         -                   0              0
li1        489                   -              -
met1       375              0.0728           0.45
met4         0                   0              0
met3         0              0.0105          0.054
stage by stage:
step,utilization,hold WS [ps]
final,0.307,3980
after floorplan,-,3030
after CTS,0.307,4000
after global placement,0.307,3990
after detailed placement,0.307,3990
after global routing,0.307,4020
worst max-delay path, stage by stage:
cell	delay, ps
clkdlybuf4s50_1	470
ha_1	220
nor2b_1	140
o21ai_1	160
a211oi_1	130
a2111oi_4	470
inv_1	100
fa_1	390
xor2_1	150
clkdlybuf4s50_1	480
cells by family (layout without fill, tap and decap cells):
| kind of cell | after synthesis | after routing | synth area share |
|---|---|---|---|
| buffers and inverters | 37 | 85 | 0.142 |
| adder cells (fa/ha/maj) | 36 | 36 | 0.478 |
| AND/OR/NAND/NOR | 23 | 23 | 0.114 |
| AND-OR/OR-AND | 20 | 20 | 0.170 |
| XOR/XNOR | 11 | 11 | 0.0958 |
worst max path at each step:
stage | start | depth (start not counted) | slack [ps] | end
after CTS | A[4] | 10 | 1710 | S[13]
after global routing | A[4] | 10 | 1530 | S[13]
final | A[4] | 10 | 1740 | S[13]
cell type report:
class,count,area [µm²]
Multi-Input combinational cell,90,863
Tap cell,70,87.6
Timing Repair Buffer,49,490
Inverter,36,135
Fill cell,575,3560
No activity file was given, so power comes from the tool's default toggle rates.
