[flow/design.v]
module mul_star 
  #( parameter BITLEN = 17 )
  (
   input logic [BITLEN - 1:0]      A,
   input logic [BITLEN - 1:0]      B,
   output logic [2 * BITLEN - 1:0] C
   );
  logic [33:0] RES0;
  logic [33:0] RES1;
  logic [33:0] RES2;
  logic [33:0] RES3;
  logic [33:0] RES4;
  logic [33:0] RES5;
  logic [33:0] RES6;
  logic [33:0] RES7;
  logic [33:0] RES8;
  rombooth row0({B[ 1:0],1'b0}, {1'b0,A}, RES0);
  rombooth row1({B[ 3:1]}, {1'b0,A}, RES1);
  rombooth row2({B[ 5:3]}, {1'b0,A}, RES2);
  rombooth row3({B[ 7:5]}, {1'b0,A}, RES3);
  rombooth row4({B[ 9:7]}, {1'b0,A}, RES4);
  rombooth row5({B[11:9]}, {1'b0,A}, RES5);
  rombooth row6({B[13:11]}, {1'b0,A}, RES6);
  rombooth row7({B[15:13]}, {1'b0,A}, RES7);
  rombooth row8({1'b0,B[16:15]}, {1'b0,A}, RES8);
  always_comb begin
    C  = '0;
    C += RES0;
    C += {RES1[31:0],2'b0};
    C += {RES2[29:0],4'b0};
    C += {RES3[27:0],6'b0};
    C += {RES4[25:0],8'b0};
    C += {RES5[23:0],10'b0};
    C += {RES6[21:0],12'b0};
    C += {RES7[19:0],14'b0};
    C += {RES8[17:0],16'b0};
  end
endmodule
module rombooth
  #( parameter BITLEN = 17 )
  (
   input [2:0]                     A,
   input [BITLEN:0]                multiplicand,
   output logic [BITLEN * 2 - 1:0] B
   );
  logic [BITLEN:0] twosmult;
  assign twosmult = (~multiplicand) + 18'h1;
  always_comb begin
    case (A)
      3'b000 : B <= 34'h0;
      3'b001 : B <= {16'h0, multiplicand};
      3'b010 : B <= {16'h0, multiplicand};
      3'b011 : B <= {15'h0, multiplicand, 1'b0};
      3'b100 : B <= {{15{twosmult[17]}}, twosmult, 1'b0};
      3'b101 : B <= {{16{twosmult[17]}}, twosmult};
      3'b110 : B <= {{16{twosmult[17]}}, twosmult};
      3'b111 : B <= 34'h0;
    endcase
  end
endmodule
[flow/run.sh]
#!/bin/bash
# OpenROAD 26Q1-2900-gdf79404cd8, Yosys 0.63+post, stock flow scripts
make -C /OpenROAD-flow-scripts/flow DESIGN_CONFIG=/design/flow/config.mk WORK_HOME=/design/flow/orfs finish
[flow/config.mk]
export PLATFORM = sky130hd
export DESIGN_NAME = mul_star
export DESIGN_NICKNAME = mul_star
export VERILOG_FILES = /design/flow/design.v
export SDC_FILE = /design/flow/constraint.sdc
export NUM_CORES = 4
export LEC_CHECK = 1
export CORE_UTILIZATION = 40
[flow/constraint.sdc]
current_design mul_star

set clk_period 16.3
set clk_io_pct 0.2

create_clock -name clk0 -period $clk_period

set non_clock_inputs [all_inputs -no_clocks]
set_input_delay [expr $clk_period * $clk_io_pct] -clock clk0 $non_clock_inputs
set_output_delay [expr $clk_period * $clk_io_pct] -clock clk0 [all_outputs]
==> results.sh <==
# flow metrics
export IMPL_setup_slack_ns=0.537
export IMPL_nClkBuffers=0
export IMPL_area_growth_pct=10.1
export IMPL_cts_hold_buf=0
export IMPL_num_antenna_cells=0
export IMPL_rsz0062_at_grt="no"
export IMPL_rows=60
export IMPL_layout_min_cycle_time_ns=15.76
export IMPL_yosysSeqAreaShare_pct=0
export IMPL_finalWeightedCongestion=1.05
export IMPL_max_stage_delay_ns=0.96
export IMPL_yosys_area_top_type="fa_1"
export IMPL_grt_pass1_wl_mm=82.9
export IMPL_setup_tns_ns=0
export IMPL_hold_class="input pin to output pin"
export IMPL_critical_path_class="input pin to output pin"
export IMPL_slew_headroom_pct=27.1
export IMPL_drt_first_pass_iters=9
export IMPL_drive_above_1_share_pct=7.75
export IMPL_port_buffers=68
export IMPL_place_ws_ns=0.704
export IMPL_postCtsSetupBuffers=0
export IMPL_p_switching_mw=1.36
export IMPL_num_vias=12600
export IMPL_area_combinational_um2=9840
export IMPL_synth_avg_cell_area_um2=7.11
export IMPL_ys_warn_count=2
export IMPL_cp_top_family="AND-OR/OR-AND gates"
export IMPL_die_w_um=168
export IMPL_cp_start_kind="input pin"
export IMPL_fin_crit_sh_pct=96.7
export IMPL_regArea_um2=0
export IMPL_nFillCells=2800
export IMPL_hold_viol=0
export IMPL_top_area_share_pct=25.6
export IMPL_yosysMostFrequentCell="inv_1"
export IMPL_critical_path_required_ns=13.04
export IMPL_setup_viol=0
export IMPL_seq_cells=0
export IMPL_wl_per_cell_um=29.4
export IMPL_status="complete, no violations"
export IMPL_hold_slack_ns=7.87
export IMPL_grt_max_degree=57
export IMPL_p_leak_nw=5.22
export IMPL_timing_fmax_mhz=63.4
export IMPL_tool_warnings=35
export IMPL_seqPwrFrac_pct=0
export IMPL_area_leaders="fa_1, a21oi_1, ha_1, o21ai_0, inv_1"
export IMPL_track_usage_pct=41.8
export IMPL_grt_overflow_total=0
export IMPL_syn_area_um2=11000
export IMPL_die_h_um=168
export IMPL_power_density_nw_per_um2=246
export IMPL_detail_route_iter0_violations=1516
export IMPL_ys_chip_area_um2=11000
export IMPL_cp_slowest_cell="a2111oi_0"
export IMPL_cp_arrival_ns=12.50
export IMPL_vias_per_cell=6.65
export IMPL_synth_cells=1553
export IMPL_cts_repair_resized=0
export IMPL_core_area_um2=27000
export IMPL_drc=0
export IMPL_synth_cell_types=73
export IMPL_io_pins=68
export IMPL_antenna_found_initial=0
export IMPL_pwr_share_clk_pct=0
export IMPL_ir_worst_vdd_mv=0.459
export IMPL_drtAntennaViolNets=0
export IMPL_place_hpwl_mm=41.2
export IMPL_finalWirelength_mm=55.6
export IMPL_p_int_mw=1.63
export IMPL_critPathMaxFanout=12
export IMPL_worst_pin_slew_ns=1.07
export IMPL_grt_pass1_vias=12500
export IMPL_setup_worst_path_start="A[1]"
export IMPL_p_sw_share_pct=45.5
export IMPL_crit_path_end_kind="output pin"
export IMPL_finalMaxSlewViolations=0
export IMPL_yosys_cells=1553
export IMPL_chip_area_um2=28300
export IMPL_worst_path_buf_inv=7
export IMPL_maxCapViolCount=0
export IMPL_initCoreUtil_pct=40.9
export IMPL_top_cells_by_count="inv_1, a21oi_1, o21ai_0"
export IMPL_cpMostUsedCell="fa_1"
export IMPL_p_comb_share_pct=100.0
export IMPL_holdCritStartpoint="A[0]"
-- layout by cell type, fill, tap and decap left out, types with 45 or more instances in the layout --
| cell type | synthesis | layout |
|---|---|---|
| o21ai_0 | 142 | 142 |
| nand2_1 | 111 | 111 |
| inv_1 | 169 | 169 |
| xnor2_1 | 47 | 45 |
| clkdlybuf4s50_1 | 0 | 65 |
| nor2_1 | 114 | 114 |
| a21oi_1 | 146 | 146 |
| a22oi_1 | 57 | 57 |
| fa_1 | 141 | 141 |
| o22ai_1 | 51 | 51 |
| ha_1 | 57 | 57 |
| buf_4 | 0 | 78 |
-- cell type report --
| class | instances | share of cell area [%] |
|---|---|---|
| Tap cell | 341 | 3.51 |
| Timing Repair Buffer | 146 | 10.3 |
| Multi-Input combinational cell | 1230 | 80.9 |
| Inverter | 173 | 5.34 |
-- routing by layer --
metal	wire, um	GRT usage [%]	vias to the layer above
met3	5580	10.1	224
li1	-	-	5452
met4	4560	27.8	0
met2	24000	62.9	856
met1	21400	54.4	6043
met5	0	0	-
-- path summary, 6_finish.rpt --
check	endpoint	depth (start not counted)
max	C[33]	27
min	C[0]	5
-- power by group through the flow --
stage / registers (mW) / logic, mW / clock network [mW]
4_1_cts: 0 / 3.01 / 0
5_1_grt: 0 / 3.42 / 0
6_report: 0 / 2.99 / 0
-- per-stage QoR --
| step | utilization [%] | area [um^2] | total power, mW | cells |
|---|---|---|---|---|
| detailed placement | 45.0 | 12200 | 3.00 | 1890 |
| finish | 45.0 | 12200 | 2.99 | 1890 |
| global placement | 45.0 | 12200 | 2.99 | 1890 |
| floorplan | - | 11000 | 1.74 | 1553 |
| global route | 45.0 | 12200 | 3.42 | 1890 |
| CTS | 45.0 | 12200 | 3.01 | 1890 |
-- cells by family after synthesis --
| logic type | Yosys count | synth area share, % |
|---|---|---|
| and+or+nand+nor | 350 | 15.1 |
| muxes | 12 | 1.10 |
| xor gates and xnor gates | 71 | 5.70 |
| adders and majority gates | 209 | 33.0 |
| buffers and inverters | 323 | 11.1 |
| AOI/OAI and AO/OA | 588 | 34.0 |
Power is estimated from default activity; no workload was simulated.
